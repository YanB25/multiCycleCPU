`design/flow/design.v`:
```
`timescale 1ns / 1ps
module State (
    input CLK,
    input [5:0] opCode,
    input [5:0] func,
    input nRST,
    output reg [2:0] state
    );
    always@(posedge CLK or negedge nRST) begin
        if (!nRST) begin
            state <= 3'b000;
        end else if (state == 3'b000) begin
            state <= 3'b001;
        end else begin
            case (state) 
                3'b001 : begin
                    case (opCode)
                        6'b000010, 6'b111111, 6'b011000: state <= 3'b000;
                        6'b000000: begin
                            if (func == 6'b000001) begin
                                state <= 3'b000;
                            end else begin
                                state <= 3'b010;
                            end
                        end
                        default : state <= 3'b010;
                    endcase
                end
                3'b010 : begin
                    case (opCode)
                        6'b000100, 6'b000101, 6'b000111 : state <= 3'b000;
                        6'b101011, 6'b100011 : state <= 3'b011;
                        default : state <= 3'b100;
                    endcase
                end
                3'b011 : begin
                    case (opCode)
                        6'b101011 : state <= 3'b000;
                        6'b100011 : state <= 3'b100;
                        default : state <= 3'b111;  
                    endcase
                end
                3'b100 : state <= 3'b000;
            endcase
        end
    end
endmodule   
module CU (
    input CLK,
    input [5:0]Op,
    input [5:0]Func,
    input ZERO,
    input SIGN,
    input [2:0] state,
    input nRST,
    output ALUScrA,
    output reg ALUScrB,
    output DB,
    output RegWr,
    output nRD,
    output nWR,
    output reg [1:0]RegDst,
    output ExtSel,
    output RegWriteSrc,
    output reg [1:0]PCSel,
    output reg [2:0]ALUop,
    output reg pcWrite,
    output reg IRWrite
    );
    assign ALUScrA = (Op == 6'b000000 && Func == 6'b000000) ? 1'b1 : 1'b0;
    always@(*) begin
        case (Op)
            6'b001000, 6'b001101, 6'b101011, 6'b100011, 6'b010001: ALUScrB = 1'b1;
            default : ALUScrB = 1'b0;
        endcase
    end
    assign DB = (Op == 6'b100011) ? 1'b1 : 1'b0;
    assign RegWr = (state == 3'b100 || (Op == 6'b011000 && state == 3'b001)) ? 1 : 0;
    assign nRD = (Op == 6'b100011 && state == 3'b011) ? 0 : 1;
    assign nWR = (Op == 6'b101011 && state == 3'b011) ? 0: 1;
    always@(*) begin
        case (Op)
            6'b100011, 6'b001000, 6'b001101, 6'b010001 : RegDst = 2'b00;
            6'b011000 : RegDst = 2'b10;
            default : RegDst = 2'b01;
        endcase
    end
    assign ExtSel = (Op == 6'b001101) ? 1'b0 : 1'b1;
    always@(*) begin
           case (Op) 
            6'b000100 : PCSel = ZERO == 1 ? 2'b01 : 2'b00;
            6'b000101 : PCSel = ZERO == 0 ? 2'b01 : 2'b00;
            6'b000111 : PCSel = (SIGN == 0 && ZERO == 0) ? 2'b01 : 2'b00;
            6'b000010, 6'b011000: PCSel = 2'b10;
            6'b000000 : PCSel = Func == 6'b000001 ? 2'b11 : 2'b00;
            default : PCSel =  2'b00;
        endcase
    end
    always@(*) begin
        case (Op)
            6'b000000 : begin
                case(Func)
                    6'b100000 : ALUop = 3'b000;
                    6'b100011 : ALUop = 3'b001;
                    6'b100100 : ALUop = 3'b010;
                    6'b100101 : ALUop = 3'b011;
                    6'b000000 : ALUop = 3'b110;
                    6'b101010 : ALUop = 3'b101;
                    default : ALUop = 3'b000;  
                endcase
            end
            6'b001101 : ALUop = 3'b011;
            6'b000100, 6'b000101, 6'b000111 : ALUop = 3'b001;
            6'b010001 : ALUop = 3'b101;
            default : ALUop = 3'b000;
        endcase
    end
    always@(negedge CLK or negedge nRST) begin
        if (!nRST) begin
            IRWrite = 1;
        end else begin
            IRWrite = state == 3'b000 ? 1 : 0;
        end
    end
    always@(negedge CLK) begin
        case (Op)
            6'b000000:
                case(Func)
                    6'b100000, 6'b100011, 6'b100100, 6'b100101, 6'b000000, 6'b101010:
                        pcWrite = state == 3'b100 ? 1 : 0;
                    6'b000001:
                        pcWrite = state == 3'b001 ? 1 : 0;
                    default: pcWrite = 0;
                endcase
            6'b001000, 6'b001101, 6'b010001, 6'b100011:
                pcWrite = state == 3'b100 ? 1 : 0;
            6'b101011 : pcWrite = state == 3'b011 ? 1 : 0;
            6'b000100, 6'b000101, 6'b000111 :
                pcWrite = state == 3'b010 ? 1 : 0;
            6'b000010, 6'b011000:
                pcWrite = state == 3'b001 ? 1 : 0;
            default : pcWrite = 0;
        endcase
    end
    assign RegWriteSrc = Op == 6'b011000 ? 1'b0 : 1'b1;
endmodule
```
`design/flow/run.sh`:
```
#!/bin/bash
# OpenROAD 26Q1-2900-gdf79404cd8, Yosys 0.63+post, stock flow scripts
make -C /OpenROAD-flow-scripts/flow DESIGN_CONFIG=/design/flow/config.mk WORK_HOME=/design/flow/orfs finish
```
`design/flow/config.mk`:
```
export PLATFORM = sky130hd
export DESIGN_NAME = CU
export DESIGN_NICKNAME = CU
export VERILOG_FILES = /design/flow/design.v
export SDC_FILE = /design/flow/constraint.sdc
export NUM_CORES = 4
export LEC_CHECK = 1
export CORE_AREA = 10 10 70 70
export DIE_AREA = 0 0 80 80
```
`design/flow/constraint.sdc`:
```
current_design CU

set clk_period 3.4
set clk_io_pct 0.2

create_clock -name clk0 -period $clk_period [get_ports {CLK}]

set non_clock_inputs [all_inputs -no_clocks]
set_input_delay [expr $clk_period * $clk_io_pct] -clock clk0 $non_clock_inputs
set_output_delay [expr $clk_period * $clk_io_pct] -clock clk0 [all_outputs]
```
==> results.tsv <==
metric	value	unit
outcome	finished with violations	
failing checks	setup timing	
number of buffers on the longest clock path	2	
root buffer cell	clkbuf_4	
vertical extent of the die	80	um
commonest non-fill, non-tap cells in the layout	buf_4, clkdlybuf4s50_1, nor2_1, nand3_1, a21oi_1	
Std-Cell Core Area	3416	sq um
gr ovfl total	0	
final estimated routing congestion in global placement	0.8342	
standard-cell row count	21	
dominant cells by area after synthesis	a21oi_1, nand3_1, nor2_1, o21ai_0, dfstp_2	
Floorplan Utilization	14.07	%
hold buffer count at CTS	0	
area of the mapped netlist	480.5	sq um
total number of warnings across the stage logs	30	
total iterations of the first detailed-routing run	4	
detailed placer's ending HPWL	1917	um
setup tns final	-0.04705	ns
Iter 0 DRT Violations	81	
final count of hold timing violations	0	
Reg clk slew, reported paths	0.03	ns
data arrival time of the worst path	1.95	ns
ratio of cells with drive above 1 in the final layout	36.05	%
antenna-violating nets left	0	
Placed Cells incl. Taps	185	
crit-path max FO	2	
synthesized chip area reported by yosys	480.5	sq um
register share after synthesis	9.635	%
number of global-route vias before repair	816	
first-pass GRT wire length	3705	um
synthesis-to-layout area growth	149.5	%
vias per std cell	4.389	
total number of clock tree sinks	2	
Via Count	847	
total wire length after detailed routing	2323	um
classification of the worst setup path	input port to flop	
setup slack after layout	-0.04705	ns
worst-margin pin slew	0.4913	ns
most frequent logic cell in the layout	buf_4	
maximum number of pins on one net before global-route repair	11	
total of endpoints with negative setup slack in the final report	1	
clock tree from TritonCTS	built	
setup repair after global routing missed its margin	yes	
count of state elements after synthesis	2	
P per Cell Area	148.1	nW/um^2
type of the worst min-delay path	input port to output pin	
antenna violations before repair	0	
Rel. slew slack	66.95	%
Yosys top cell by area	a21oi_1	
Post-Syn Instances	76	
H-tree depth	1	
aggregate global-route resource usage	6.892	%
Warnings, synthesis	1	
Post-Route Hold Slack	2.029	ns
number of cells in the yosys synthesis report	76	
fraction of synthesized cell area taken by the top area cell type	7.292	%
number of different library cells in the post-synthesis netlist	33	
crit path DRT	1.90	ns
number of input and output port buffers inserted	35	
synthesized area per cell	6.322	sq um
final count of pins violating max slew	0	
antenna diode count	0	
filler-free cell count of the finished design	193	
Max Cap Viol	0	
horizontal extent of the die	80	um
Worst Setup End Kind	flop	
total CTS buffers	3	
Die Area	6400	sq um
I/O pins	36	
sum of internal, switching and leakage power	0.1775	mW
residual DRC count	0	
Avg WL per Cell	12.04	um
maximum vdd ir drop	0.04841	mV
Leak Pwr	0.5469	nW
startpoint kind of the worst setup timing path	input port	
## kinds of logic after synthesis
logic type      synth area share, %
compound gates                28.13
mux                           2.083
flops                         9.637
simple gates                  53.39
buf+inv                       4.945
xor+xnor                      1.823
## where the power goes
| group | internal, mW | switching [mW] |
|---|---|---|
| clock | 0.0423 | 0.0191 |
| sequential | 0.0249 | 0.000155 |
| combinational | 0.0549 | 0.0362 |
| total | 0.122 | 0.0554 |
## through the flow
| step | setup slack (ns) | utilization [%] | instance area (sq um) |
|---|---|---|---|
| CTS | -0.2088 | 33.99 | 1161 |
| floorplan | -0.1841 | - | 495.5 |
| global placement | -0.6995 | 32.78 | 1120 |
| finish | -0.04705 | 35.09 | 1199 |
| global route | -0.06924 | 35.09 | 1199 |
| detailed placement | -0.7163 | 32.78 | 1120 |
## metal layers
layer | routed length (um) | track usage, % | share of wire, %
met5 | 0 | 0 | 0
met4 | 16 | 1.056 | 0.69
met3 | 201 | 2.386 | 8.7
met2 | 1174 | 11.40 | 51
met1 | 931 | 8.543 | 40
## state kept, by name, indices dropped and copies added, names as in the netlist
signal	cells
IRWrite	1
pcWrite	1
## worst max-delay path: stages
cell	delay (ns)
buf_6	0.09
or3b_4	0.40
a2111oi_4	0.26
a21oi_1	0.07
or3b_1	0.35
o211ai_1	0.10
## synth_stat cells
| library cell | number |
|---|---|
| a21oi_1 | 7 |
| and2_1 | 1 |
| a32o_1 | 1 |
| mux2i_1 | 1 |
| a31o_2 | 1 |
| nand2_1 | 5 |
| clkbuf_1 | 1 |
| o22ai_1 | 2 |
| nand2b_1 | 1 |
| nor2b_1 | 4 |
| nand3b_1 | 1 |
| or3_1 | 1 |
| o21ai_0 | 6 |
| inv_1 | 4 |
| clkbuf_2 | 1 |
| o311ai_0 | 1 |
| dfxtp_1 | 1 |
| dfstp_2 | 1 |
| and3_1 | 1 |
| nand4b_1 | 2 |
| o211ai_1 | 1 |
| a2111oi_2 | 1 |
| nand3_1 | 7 |
| or3b_1 | 2 |
| o31ai_1 | 1 |
| xor2_1 | 1 |
| nor3b_1 | 2 |
| nor2_1 | 9 |
| or2_2 | 3 |
| nor3_1 | 3 |
| and3b_1 | 1 |
| nor4_1 | 1 |
| and4bb_2 | 1 |
## layout make-up
| type | instances | area, sq um |
|---|---|---|
| Clock buffer | 3 | 22.52 |
| Multi-Input combinational cell | 68 | 450.4 |
| Clock inverter | 2 | 7.507 |
| Inverter | 3 | 11.26 |
| Timing Repair Buffer | 69 | 603.1 |
| Fill cell | 351 | 2217 |
| Tap cell | 46 | 57.56 |
| Sequential cell | 2 | 46.29 |
## path summary, 6_finish.rpt
kind,start,cells past startpoint,to,slack [ns]
max in group asynchronous,nRST,1,IRWrite,0.96
min in group asynchronous,nRST,1,IRWrite,2.42
setup / recovery,Op[5],6,pcWrite,-0.05
hold / removal,Op[5],4,PCSel[0],2.03
## repair_timing
item	in CTS	in global routing
pin swaps	7	10
endpoints found under the hold margin	0	0
setup endpoints to repair	8	2
resized	10	16
setup buffers	2	2
cloned	0	0
No activity file was given, so power comes from the tool's default toggle rates.
