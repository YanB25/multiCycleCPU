==> ./run.sh <==
#!/bin/bash
# OpenROAD 26Q1-2900-gdf79404cd8, Yosys 0.63+post, stock flow scripts
make -C /OpenROAD-flow-scripts/flow DESIGN_CONFIG=/design/flow/config.mk WORK_HOME=/design/flow/orfs finish
==> ./config.mk <==
export PLATFORM = sky130hd
export DESIGN_NAME = RegFile
export DESIGN_NICKNAME = RegFile
export VERILOG_FILES = /design/flow/design.v
export SDC_FILE = /design/flow/constraint.sdc
export NUM_CORES = 4
export LEC_CHECK = 1
export CORE_UTILIZATION = 50
==> ./constraint.sdc <==
current_design RegFile

set clk_period 10.8
set clk_io_pct 0.2

create_clock -name clk0 -period $clk_period [get_ports {CLK}]

set non_clock_inputs [all_inputs -no_clocks]
set_input_delay [expr $clk_period * $clk_io_pct] -clock clk0 $non_clock_inputs
set_output_delay [expr $clk_period * $clk_io_pct] -clock clk0 [all_outputs]
==> ./design.v <==
`timescale 1ns / 1ps
module RegFile(
    input CLK,
    input RST,
    input RegWre,
    input [4:0] ReadReg1,
    input [4:0] ReadReg2,
    input [4:0] WriteReg,
    input [31:0] WriteData,
    output [31:0] ReadData1,
    output [31:0] ReadData2
    );
    reg [31:0] regFile[1:31];
    integer i;
    assign ReadData1 = (ReadReg1 == 0) ? 0 : regFile[ReadReg1];
    assign ReadData2 = (ReadReg2 == 0) ? 0 : regFile[ReadReg2];
    always @ (negedge CLK or negedge RST) begin
        if (RST==0) begin
            for(i=1;i<32;i=i+1)
                regFile[i] <= 0;
        end
        else if(RegWre == 1 && WriteReg != 0)
             regFile[WriteReg] <= WriteData;
    end
endmodule
==> results.ini <==
[outcome]
outcome = finished, final reports clean

[placement]
buffer_ports.inserted = 113
place.detailed.hpwl_mm = 158.8
place.gp.congestion = 1.053

[hold_path]
hp-class = reg2reg
whs_path_depth = 1
holdCritStartpoint = regFile[7][21]
hold_end = regFile[7][21]

[clock_network]
cts_tree = yes
postCtsSetupBuffers = 0
clk_root_buffer_cell = clkbuf_16
post_cts_resize_count = 0
clk_transition_reported_paths_ns = 0.05
cts_hold_buf = 0
cts.path.max_buffers = 3
total_clock_buffers_created_by_cts = 110
clk_latency_ns = 0.67
h_tree_levels = 3
clkSinkCount = 992

[finish]
largest_reg_flops = 992
final_layout_size_suffix_gt1_frac = 0.3253
largest_registers = regFile: 992 flops
area_growth_syn_to_layout_pct = 13.59
filler_cell_count = 8637
max_flop_register = regFile

[worst_setup_path]
rr_endpoint = regFile[10][17]
criticalPathCategory = reg2out
critical_path.reg2reg.startpoint = regFile[10][17]
reg2reg_slack_ns = 9.93
crit_path_max_fanout = 3
worst_ep_required_time_ns = 8.64
cp-start-kind = register
worstSetupEndpointType = output port
r2r.worst_path.cells = 1
cp_data_arrival_time_ns = 8.54

[synthesis]
synthFlopType = dfrtn_1
async_reset_ff_frac = 1.000
netlist_top_cells_count = dfrtn_1 (992), mux2_2 (989), nand3_1 (688)
syn-instance-count = 4679
synth_chip_area_sq_mm = 0.05222
post_synth_main_area_contributors = dfrtn_1 (48%), mux2_2 (21%), nand3_1 (6.6%), a22oi_1 (4.9%), nand4_1 (2.7%)
flip_flop_and_latch_count_after_synthesis = 992
edf_count = 0
synth-warning-count = 2
synth-seq-area-share = 0.4754
mean_area_per_synthesized_cell_sq_um = 11.16
synthDominantAreaCellType = dfrtn_1
synth_top_cell_by_count = dfrtn_1
synth.yosys.num_cells = 4679
synth.cell_area_sq_mm = 0.05222
post-synth-top-area-fraction = 0.4754
yosysUniqueCellTypes = 78

[pwr]
internal_portion_of_total_power_mw = 7.609
ir_drop_mv = 0.1517
power.switching_fraction = 0.2928
power.share.combinational = 0.151
leakage_nw = 25.40
fin_total_pwr_mw = 10.76
clkPwrFrac = 0.366
p_per_area_mw_per_mm2 = 181.4
switchingPower_mw = 3.150
seq_power_share = 0.483

[detailed_routing]
drt_pre_antenna_iters = 7
remaining_drc_errors = 0
detailroute.via_count = 47990
detailedRoute.firstIterationViolations = 6466
drt-total-wl_mm = 269.4
wirelength_per_cell_microns = 43.78
drt.antenna.violating_nets = 0
vias_per_cell = 7.797

[floorplan]
die_h_microns = 325.2
fp.dieW_microns = 325.2
floorplan.io_pins = 114
fp_util = 0.5045
fp.dieArea_sq_mm = 0.1057
rows = 118
design.core.area_sq_mm = 0.1035

[grt]
vias_in_the_first_global_route = 46080
grt_use_total = 0.5320
grt_pass1_wl_mm = 370.8
grt_antenna_before_repair = 28
grt.overflow.total = 0
grt_start_max_net_pins = 117

[timing]
timing.final.setup_violations = 0
finClkSkew_ns = 0
final_hold_viol_count = 0
tightest_slew_ns = 1.187
fin_setup_tns_ns = 0
slew_headroom = 0.2077
final_tally_of_max_slew_violations = 0
setup_repair_after_global_routing_missed_its_margin = false

[flow_run]
stage_log_warning_count = 35
maxCapViolations = 0

==> metal layers <==
metal | routed length, microns | vias up | track usage | share of wire
met4 | 24960 | 38 | 0.3642 | 0.093
met2 | 106300 | 4595 | 0.6778 | 0.39
li1 | - | 17950 | - | -
met3 | 47680 | 1551 | 0.3419 | 0.18
met5 | 739 | - | 0.05163 | 0.0027
met1 | 89780 | 23860 | 0.6592 | 0.33
==> cell usage in the layout (no fill, tap or decap), drive strengths merged, types with 7 or more instances in the layout <==
cell type and count:
a221o 11, a21oi 82, a222oi 36, and3 186, o31a 14, nand3 689, nor3b 13, a31oi 51
a22o 48, and3b 8, diode 38, bufinv 7, o21ai 18, mux2i 10, and4 51, clkdlybuf4s50 104
a32oi 7, clkbuf 168, buf 270, nor3 24, mux2 1002, clkinv 22, a22oi 340, and2 35
dfrtn 992, nand2b 9, nor2b 8, nand2 68, nor4 42, a2111oi 53, nor2 57, nand3b 16
nand4 224
==> cell type report <==
class / instances / area [sq um] / share of cell area
multi-input cells: 3163 / 25340 / 0.4272
flip-flops and latches: 992 / 24820 / 0.4185
repair buffers: 374 / 3573 / 0.06025
clock buffers: 168 / 3346 / 0.05641
well taps: 1380 / 1727 / 0.02911
clock inverters: 37 / 397.9 / 0.006708
diodes: 38 / 95.09 / 0.001603
inverters: 3 / 11.26 / 0.0001899
==> how the worst max path moves through the flow <==
stage / start / to / depth (start not counted)
after CTS: regFile[4][22] / ReadData2[22] / 6
after global routing: regFile[6][9] / ReadData1[9] / 6
final: regFile[6][9] / ReadData1[9] / 6
==> power groups by stage <==
stage     combinational [mW]  sequential [mW]  clock (mW)
4_1_cts                 1.58             5.16        3.93
6_report                1.63             5.19        3.93
5_1_grt                 1.70             5.26        4.06
==> critical path, cell delays in order, from the launching register on <==
cell and delay (ns):
dfrtn_1 0.36, and4b_1 0.28, o21ai_0 0.74, nand4_1 0.17, nor4_1 0.32, a31oi_1 0.16
clkdlybuf4s50_1 0.43
==> logic make-up after synthesis <==
logic type | count (synthesis) | synth area share
AND-OR/OR-AND | 697 | 0.1008
AND/OR/NAND/NOR | 1454 | 0.1599
buffers and inverters | 524 | 0.04594
multiplexers | 1012 | 0.2180
flip-flops | 992 | 0.4754
==> stage by stage <==
| stage | hold slack [ns] | utilization | cell area, sq um | std cells | setup slack (ns) |
|---|---|---|---|---|---|
| floorplan | 0.4338 | - | 52220 | 4679 | 1.735 |
| global placement | 0.4519 | 0.5360 | 55470 | 5912 | 0.6876 |
| detailed placement | 0.4512 | 0.5360 | 55470 | 5912 | 0.7260 |
| CTS | 0.4510 | 0.5722 | 59220 | 6117 | 0.1876 |
| global route | 0.4769 | 0.5723 | 59230 | 6121 | 0.07071 |
| finish | 0.4606 | 0.5731 | 59310 | 6155 | 0.1036 |
No activity file was given, so power comes from the tool's default toggle rates.
